==> /design/flow/design.v <==
module project
	(
		CLOCK_50,						 
        KEY,
        SW,
		VGA_CLK,   						 
		VGA_HS,							 
		VGA_VS,							 
		VGA_BLANK_N,						 
		VGA_SYNC_N,						 
		VGA_R,   						 
		VGA_G,	 						 
		VGA_B   						 
	);
	input			CLOCK_50;				 
	input   [9:0]   SW;
	input   [3:0]   KEY;
	output			VGA_CLK;   				 
	output			VGA_HS;					 
	output			VGA_VS;					 
	output			VGA_BLANK_N;				 
	output			VGA_SYNC_N;				 
	output	[9:0]	VGA_R;   				 
	output	[9:0]	VGA_G;	 				 
	output	[9:0]	VGA_B;   				 
	wire resetn;
	assign resetn = KEY[0];
	wire [2:0] colour;
	wire [7:0] x;
	wire [6:0] y;
	wire writeEn;
	vga_adapter VGA(
			.resetn(resetn),
			.clock(CLOCK_50),
			.colour(colour),
			.x(x),
			.y(y),
			.plot(writeEn),
			.VGA_R(VGA_R),
			.VGA_G(VGA_G),
			.VGA_B(VGA_B),
			.VGA_HS(VGA_HS),
			.VGA_VS(VGA_VS),
			.VGA_BLANK(VGA_BLANK_N),
			.VGA_SYNC(VGA_SYNC_N),
			.VGA_CLK(VGA_CLK));
		defparam VGA.RESOLUTION = "160x120";
		defparam VGA.MONOCHROME = "FALSE";
		defparam VGA.BITS_PER_COLOUR_CHANNEL = 1;
		defparam VGA.BACKGROUND_IMAGE = "black.mif";
	wire ld_0, ld_1, ld_2, ld_3;
	wire lshift, rshift;
	assign lshift = KEY[2];
	assign rshift = KEY[1];
	eggscontrol c(.resetn(resetn), .clock(CLOCK_50), .ld_0(ld_0), .ld_1(ld_1), .ld_2(ld_2), .ld_3(ld_3));
	eggsdatapath d(.resetn(resetn), .clock(CLOCK_50), .ld_0(ld_0), .ld_1(ld_1), .ld_2(ld_2), .ld_3(ld_3),
		.lshift(lshift), .rshift(rshift), .x(x), .y(y), .colour(colour), .writeEn(writeEn));
endmodule
module eggscontrol(resetn, clock, ld_0, ld_1, ld_2, ld_3);
	input resetn, clock;
	output reg ld_0, ld_1, ld_2, ld_3;
	wire [3:0] out;
	lfsr l(.out(out), .clock(clock), .resetn(resetn));
	always @(posedge clock) begin
		if (!resetn) begin  
			ld_0 <= 1'b0;
			ld_1 <= 1'b0;
			ld_2 <= 1'b0;
			ld_3 <= 1'b0;
		end else begin
			ld_0 = (out % 4'd15 == 4'd1);  
			ld_1 = (out % 4'd15 == 4'd2);  
			ld_2 = (out % 4'd15 == 4'd11);  
			ld_3 = (out % 4'd15 == 4'd3);  
		end
	end
endmodule
module eggsdatapath(resetn, clock, ld_0, ld_1, ld_2, ld_3, lshift, rshift, x, y, colour, writeEn);
	input resetn, clock;
	input ld_0, ld_1, ld_2, ld_3;
	input lshift, rshift;
	output reg [7:0] x;
	output reg [6:0] y;
	output reg [2:0] colour;
	output reg writeEn;
	wire [29:0] q;
	wire enclock;
	wire not_lost;  
	ratedivider r(.d(30'd9_999_999), .clock(clock), .resetn(resetn), .q(q));  
	assign enclock = ( q == 0 ) ? 1 : 0 ;
	reg [119:0] reg0, reg1, reg2, reg3;
	always @(posedge enclock) 
 	begin 
    	if (!resetn || !not_lost) 
      		reg0 = 120'd0;
    	else if (ld_0)
        	reg0 = {1'd1, reg0[119:1]};
      	else
			reg0 = {1'd0, reg0[119:1]};
  	end
	always @(posedge enclock) 
 	begin 
    	if (!resetn || !not_lost) 
      		reg1 = 120'd0;
    	else if (ld_1)
        	reg1 = {1'd1, reg1[119:1]};
      	else
			reg1 = {1'd0, reg1[119:1]};
  	end
	always @(posedge enclock) 
 	begin 
    	if (!resetn || !not_lost) 
      		reg2 = 120'd0;
    	else if (ld_2)
        	reg2 = {1'd1, reg2[119:1]};
      	else
			reg2 = {1'd0, reg2[119:1]};
  	end
	always @(posedge enclock) 
 	begin 
    	if (!resetn || !not_lost) 
      		reg3 = 120'd0;
    	else if (ld_3)
        	reg3 = {1'd1, reg3[119:1]};
      	else
			reg3 = {1'd0, reg3[119:1]};
  	end
	reg [7:0] basket_pos;
	reg [2:0] bas_pos;  
	always @(posedge lshift) 
 	begin 
    	if (!resetn) begin
      	basket_pos <= 8'd0;
			bas_pos <= 3'b100;
		end
    	else
			if (basket_pos == 8'd80) begin
				basket_pos <= 8'd0;
				bas_pos <= 3'b100;
			end
			else begin
				basket_pos <= basket_pos + 8'd40;
				bas_pos <= {bas_pos[0], bas_pos[2:1]};
			end
  	end
	wire [8:0] datacounter;  
	wire [1:0] which_reg;  
	wire [6:0] reg_location;  
	datapathcounter d(.out(datacounter), .clock(clock), .resetn(resetn));
	assign which_reg = datacounter[8:7];
	assign reg_location = datacounter[6:0] % 120;
	reg [7:0] x_val;
	reg [119:0] cur_reg;
	always @(*)
	begin
		case (which_reg)  
			2'b00: begin
				x_val = 8'd40;
				cur_reg = reg0;
			end
			2'b01: begin
				x_val = 8'd80;
				cur_reg = reg1;
			end
			2'b10: begin
				x_val = 8'd120;
				cur_reg = reg2;
			end
			2'b11: begin
				x_val = 8'd0;
				cur_reg = reg3;
			end
			default: ;
		endcase
	end
	wire [1:0] bcounter;  
	basketcounter d0(.out(bcounter), .clock(clock), .resetn(resetn));
	always @ (posedge clock) begin
			if (which_reg == 2'b11) begin
					colour <= 3'b100;
					x <= basket_pos + 8'd40;
					y <= 7'd119;
					writeEn <= 1'b1;
			end
			else if (cur_reg[reg_location]) begin
				colour <= 3'b111;
				x <= x_val;
				y <= 7'd119 - reg_location;
				writeEn <= 1'b1;
			end
			 else begin
				colour <= 3'b000;
				x <= x_val;
				y <= 7'd119 - reg_location;
				writeEn <= 1'b1;
			end
    end
	 wire [2:0] egg_collision, or_handle;
	 assign egg_collision = {reg0[0], reg1[0], reg2[0]};
	 assign or_handle = (egg_collision | bas_pos);
	 assign not_lost = (or_handle == bas_pos);
endmodule
module basketcounter (out, clock, resetn);
output reg [1:0] out;
input clock, resetn;
wire [29:0] q;
wire enable, enclock;
ratedivider r(.d(30'd49), .clock(clock), .resetn(resetn), .q(q));
assign enclock = ( q == 0 ) ? 1 : 0 ;
always @(posedge enclock) begin
	if (!resetn) begin  
		out <= 2'd0;
	end else begin
		if (out == 2'd2)
			out <= 2'd0;
		else
			out <= out + 2'd1;
	end
end
endmodule 
module datapathcounter (
out      ,   
clock      ,   
resetn        
);
output reg [8:0] out;
input clock, resetn;
wire [29:0] q;
wire enable;
always @(posedge clock) begin
	if (!resetn) begin  
		out <= 9'd0;
	end else begin
		if (out == 9'b1111_11111)
			out <= 9'd0;
		else
			out <= out + 9'd1;
	end
end
endmodule 
module resetcounter (
out      ,   
clock      ,   
resetn        
);
output reg [13:0] out;
input clock, resetn;
always @(posedge clock) begin
	if (!resetn) begin  
		out <= 14'd0;
	end else begin
		if (out == 14'b11111_11111_1111)
			out <= 14'd0;
		else
			out <= out + 14'd1;
	end
end
endmodule 
module lfsr    (
out             ,   
clock             ,   
resetn               
);
output [3:0] out;
input clock, resetn;
reg [3:0] out;
wire        l3, l2, l1, l0;
wire [29:0] q;
wire enable;
ratedivider r(.d(30'd9_999_999), .clock(clock), .resetn(resetn), .q(q));  
assign enable = ( q == 0 ) ? 1 : 0 ;
assign l3 = !(out[3] ^ out[0]);
assign l2 = !(out[2] ^ l3);
assign l1 = !(out[1] ^ l2);
assign l0 = !(out[0] ^ l1);
always @(posedge clock)
if (!resetn) begin  
  out <= 4'b0 ;
end else if (enable) begin
  out <= {l3, l2, l1, l0};
end 
endmodule  
module ratedivider(d, clock, resetn, q);
	input wire [29:0] d;  
	input wire clock;  
	input wire resetn;  
	output reg [29:0] q;  
	always @(posedge clock)
	begin
		if (!resetn)
			q <= 0 ;
		else begin
			if ( q == 0 )  
				q <= d ;  
			else  
				q <= q - 1'd1 ;  
		end
	end
endmodule
==> /design/flow/run.sh <==
#!/bin/bash
# OpenROAD 26Q1-2900-gdf79404cd8, Yosys 0.63+post, stock flow scripts
make -C /OpenROAD-flow-scripts/flow DESIGN_CONFIG=/design/flow/config.mk WORK_HOME=/design/flow/orfs finish
==> /design/flow/config.mk <==
export PLATFORM = sky130hd
export DESIGN_NAME = resetcounter
export DESIGN_NICKNAME = resetcounter
export VERILOG_FILES = /design/flow/design.v
export SDC_FILE = /design/flow/constraint.sdc
export NUM_CORES = 4
export LEC_CHECK = 1
export CORE_AREA = 10 10 84 84
export DIE_AREA = 0 0 94 94
==> /design/flow/constraint.sdc <==
current_design resetcounter

set clk_period 2.2
set clk_io_pct 0.2

create_clock -name clk0 -period $clk_period [get_ports {clock}]

set non_clock_inputs [all_inputs -no_clocks]
set_input_delay [expr $clk_period * $clk_io_pct] -clock clk0 $non_clock_inputs
set_output_delay [expr $clk_period * $clk_io_pct] -clock clk0 [all_outputs]
==> flow_summary.json <==
{
  "status": "finished clean",
  "irDropWorstVdd_uv": 329,
  "syn_avg_cell_area_sq_um": 9.36,
  "max_flop_register": "out",
  "hp-class": "reg -> reg",
  "arrival_ps": 1260,
  "largest_register_ffs": 14,
  "die_w_um": 94,
  "crit_fanout": 8,
  "fin_tns_setup_ps": 0,
  "h-tree-depth": 1,
  "cts_resized": 0,
  "synth_flops": 14,
  "warnings": 25,
  "ff_type": "dfxtp_1",
  "fp_util": 0.117,
  "top_regs": "out (14)",
  "cp_slowest_cell": "clkdlybuf4s50_1",
  "drt.antenna.violating_nets": 0,
  "crit_buf_inv": 1,
  "cts_tree": "yes",
  "setup_viol": 0,
  "cts_buffers": 3,
  "antenna_found_initial": 0,
  "finalMaxSlewViolations": 0,
  "crit_path_cell_trace": "clkdlybuf4s50_1",
  "hold_path_depth": 1,
  "syn_to_final_growth_pct": 41.8,
  "drt-initial-drc-count": 66,
  "setup_slack_ps": 502,
  "netlist_instances": 65,
  "yosysUniqueCellTypes": 16,
  "yosys_cells": 65,
  "grt_pass1_wl_mm": 2.21,
  "yosysMostFrequentCell": "dfxtp_1",
  "place.gp.congestion": 0.784,
  "cts_sinks": 14,
  "area_leaders": "dfxtp_1 46%, xor2_1 10%, xnor2_1 7.2%",
  "cts.reportedPaths.clkPinSlew_ps": 50,
  "route.vias.total": 463,
  "row_count": 26,
  "rsz0062_at_grt": "no",
  "clock_path_buffers": 2,
  "post_cts_buffers": 0,
  "syn_area_sq_um": 608,
  "synthArstFlopShare": 0,
  "dr.pass1.iters": 4,
  "criticalPathCategory": "reg -> out",
  "path_delay_family": "buffers and inverters",
  "ys_warn_count": 1,
  "postSynthSeqShare": 0.461,
  "port_buffers": 15,
  "chipArea_sq_mm": 0.00884,
  "vias_per_cell": 3.11,
  "r2r_cells": 5,
  "dpl.hpwl_mm": 1.04,
  "clk_latency_ps": 240,
  "slowest_delay_ps": 530,
  "maxCapViolCount": 0,
  "post_drt_wl_per_cell_um": 9.25,
  "grt.total_usage": 0.0311,
  "drcViolationCount": 0,
  "critPathRequiredTime_ps": 1760,
  "drive_gt1_frac": 0.0633,
  "holdBufCountCts": 0,
  "num_antenna_cells": 0,
  "wl_mm": 1.38,
  "power.leakage_nw": 0.294,
  "dieHeight_um": 94,
  "synth_top_cell_by_area": "dfxtp_1",
  "setup.worst_path.start_class": "flip-flop",
  "grt_start_max_net_pins": 12,
  "grt_pass1_vias": 449,
  "ys_area_sq_um": 608,
  "layout_min_cycle_time_ps": 1700,
  "cp-end-kind": "output pin",
  "max_freq_mhz": 589,
  "top_area_frac": 0.461,
  "edf_count": 0,
  "worst_slew_pin_slew_ps": 442,
  "synthTopCellsByCount": "14 x dfxtp_1, 11 x nor2_1, 7 x xor2_1",
  "worst-path-stages": 1,
  "fin_util": 0.166,
  "io_pins": 16,
  "cts_root_buf": "clkbuf_8",
  "power.density_mw_per_mm2": 567,
  "coreArea_sq_mm": 0.00520,
  "overflow": 0,
  "hold_violations": 0,
  "place_ws_ps": 582,
  "skew_ps": 1.77,
  "relSlewSlack": 0.705,
  "period_used_share": 0.772
}
kinds of logic after synthesis:
kind of cell,after synthesis,synth area share
AND-OR/OR-AND,1,0.0144
XOR/XNOR,12,0.173
adder cells (fa/ha/maj),1,0.0206
buffers and inverters,5,0.0473
flip-flops,14,0.461
AND/OR/NAND/NOR,32,0.284
final timing paths:
kind | start | to | slack [ps]
max | out[8]$_SDFF_PP0_ | out[8] | 500
min reg2reg | out[0]$_SDFF_PP0_ | out[0]$_SDFF_PP0_ | 490
max reg2reg | out[0]$_SDFF_PP0_ | out[5]$_SDFF_PP0_ | 570
min | out[0]$_SDFF_PP0_ | out[0]$_SDFF_PP0_ | 490
per-layer routing:
| layer | global-route usage | wire length [um] |
|---|---|---|
| met5 | 0 | 0 |
| met4 | 0.00127 | 5 |
| met3 | 0.0242 | 195 |
| met2 | 0.0334 | 393 |
| met1 | 0.0473 | 784 |
metrics by stage:
stage	std cells	instance area (sq um)	power, mW	hold slack (ps)
after floorplan	65	608	0.277	426
after global placement	146	821	0.291	462
after detailed placement	146	821	0.290	458
after CTS	149	862	0.495	484
after global routing	149	862	0.513	544
final	149	862	0.489	488
layout make-up:
type | count | area (sq um)
Fill cell | 592 | 4340
Multi-Input combinational cell | 46 | 299
Sequential cell | 14 | 280
Timing Repair Buffer | 15 | 150
Tap cell | 70 | 87.6
Clock buffer | 3 | 41.3
Inverter | 1 | 3.75
power breakdown:
| group | switching (mW) | internal (mW) |
|---|---|---|
| Clock | 0.0830 | 0.121 |
| Combinational | 0.00816 | 0.0132 |
| Sequential | 0.00542 | 0.258 |
| Total | 0.0965 | 0.393 |
placed cells by master (no fill, tap or decap), drive strengths merged:
cell           instances
inv                    1
nor2                  11
clkbuf                 3
clkdlybuf4s50         15
nand3                  4
o21ai                  1
nand2                  3
and2                   4
xor2                   7
ha                     1
nand4                  5
and4                   3
dfxtp                 14
xnor2                  5
and3                   2
Power figures rest on the tool's default switching activity, not on a simulated workload.
